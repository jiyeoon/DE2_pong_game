## flow/design.v

```verilog
module game_controller(clk, reset, ready_button, right, left,
		sig_dead,  ready_sig, start_sig,  play_sig,  pause_sig, left_sig, right_sig);
	input clk, reset, ready_button;
	input right, left;
	input sig_dead;
	output reg ready_sig, start_sig, play_sig, pause_sig, left_sig, right_sig;
	parameter S0=0, S1=1, S2=2, S3=3, S4=4;
	reg [3:0] state;
	always @(posedge clk or posedge reset) begin
		if(reset) begin	 
			state <= S0;
			play_sig <= 0;
			pause_sig <= 0;
			end
		else begin
			ready_sig <= 0;
			start_sig <= 0;
			left_sig <= 0;
			right_sig <= 0;
			case(state)
			S0 : if(ready_button) begin  
					ready_sig <= 1;
					play_sig <= 0;
					pause_sig <= 0;
					state <= S1;
					end
			S1 : begin
					start_sig <= 1;
					play_sig <= 1;
					state <= S2;
				  end
			S2 : if (sig_dead) begin state <= S3; play_sig <= 0; end
				  else if (left) left_sig <= 1;
				  else if (right) right_sig <= 1;
			S3 : begin
					ready_sig <= 0;
					play_sig <= 0;
					start_sig <= 0;
					pause_sig <= 1;
					state <= S0;
					end
			default : state <= S0;
			endcase
		end  
	end  
endmodule
module game_datapath(clk, game_clk, reset, px, py,
	ready_sig, start_sig, play_sig, pause_sig, left_sig, right_sig,
	pixel, sig_dead);
	input clk, game_clk, reset;
	input [9:0] px, py;
	input ready_sig, start_sig, play_sig, pause_sig, left_sig, right_sig;
	output reg [23:0] pixel;
	output reg sig_dead;
	reg [7:0] player_bar_size_x, player_bar_size_y;
	reg [9:0] player_bar_x, player_bar_y;  
	reg [7:0] player_bar_vx;
	reg [7:0] ai_bar_size_x, ai_bar_size_y;
	reg [9:0] ai_bar_x, ai_bar_y;  
	reg [7:0] ai_bar_vx;
	reg [7:0] ball_size;
	reg [9:0] ball_x, ball_y;  
	reg [7:0] ball_vx, ball_vy; 
	reg ball_vxd, ball_vyd;	 
	always @(posedge clk or posedge reset) begin
		if(reset) pixel <= 24'h000000;
		else if (pause_sig) pixel <= 24'h000000;
		else begin  
			pixel <= 24'h000000;
			if ((px>=player_bar_x)&&(px<player_bar_x+player_bar_size_x)&&(py>=player_bar_y)&&(py<player_bar_y+player_bar_size_y)) begin
				if (!pause_sig && play_sig) pixel <= 24'h00ffff;  
			end else if ((px>=ai_bar_x)&&(px<=ai_bar_x+ai_bar_size_x)&&(py>=ai_bar_y)&&(py<=ai_bar_y+ai_bar_size_y)) begin
				if (!pause_sig && play_sig) pixel <= 24'hf000ff;
			end else if ((px>=ball_x)&&(px<ball_x+ball_size)&&(py>=ball_y)&&(py<ball_y+ball_size)) begin  
				if((px-ball_x >= 3)&&(px-ball_x<7)&&(py-ball_y==0||py-ball_y==9)) begin
					if(!pause_sig && play_sig) pixel <= 24'hfff0ff; 
				end else if((px-ball_x>=1) && (px-ball_x<9) &&(py-ball_y>=1 && py-ball_y<3 || py-ball_y>=7 && py-ball_y<9)) begin
					if(!pause_sig && play_sig) pixel <= 24'hfff0ff;
				end else if(py-ball_y>=3 && py-ball_y<7) begin
					if(!pause_sig && play_sig) pixel<=24'hfff0ff;
				end else begin  
						pixel<=24'h000000;
				end  
			end  
		end  
	end  
	always @(posedge clk or posedge reset) begin	 
		if(reset) begin
			player_bar_x<=290;
			player_bar_y<=450;
			player_bar_vx<=0;
			player_bar_size_x<=0;
			player_bar_size_y<=0;
		end else begin  
			if(ready_sig) begin
				player_bar_x<=290;
				player_bar_y<=450;
				player_bar_vx<=0;
				player_bar_size_x<=60;
				player_bar_size_y<=10;
			end else if(start_sig) begin
				player_bar_vx <= 10;
			end else begin  
				if(play_sig && !pause_sig) begin
					if(game_clk) begin	 
						if(left_sig) begin  
							if(player_bar_x-player_bar_vx <= 0 || player_bar_x-player_bar_vx > 640) player_bar_x <= 0;
							else player_bar_x<=player_bar_x-player_bar_vx;
						end
						else if(right_sig) begin  
							if(player_bar_x+player_bar_vx+player_bar_size_x>=640||player_bar_x+player_bar_size_x+player_bar_vx < 0) 
								player_bar_x <= 640-player_bar_size_x;
							else player_bar_x <= player_bar_x+player_bar_vx;
						end  
					end  
				end  
			end  
		end  
	end  
	always @(posedge clk or posedge reset) begin  
		if(reset) begin
			ai_bar_x <= 290;
			ai_bar_y <= 30;
			ai_bar_vx <= 0;
			ai_bar_size_x <= 0;
			ai_bar_size_y <= 0;
		end else begin  
			if(ready_sig) begin
				ai_bar_x <= 290;
				ai_bar_y <= 30;
				ai_bar_vx <= 0;
				ai_bar_size_x <= 60;
				ai_bar_size_y <= 10;
			end else if (start_sig) begin
				ai_bar_vx <= 20;
				ai_bar_x <= 290;
			end else begin  
				if(play_sig && !pause_sig)	begin
					if(ball_x+ball_size < ai_bar_x) ai_bar_x <= ball_x - 30;
					else if (ball_x > ai_bar_x+ai_bar_size_x) ai_bar_x <= ball_x + 30;
					else if(ai_bar_x-ai_bar_vx<=0 || ai_bar_x-ai_bar_vx>640) ai_bar_x <= 0;
					else if(ai_bar_x+ai_bar_vx+ai_bar_size_x>=640) ai_bar_x <= 640-ai_bar_size_x;
				end 
			end  
		end  
	end  
	always @(posedge clk or posedge reset) begin  
		if(reset) begin  
			ball_y <= 430;
			ball_vy <= 0;
			ball_vyd <= 0;
			ball_x <= 315;
			ball_vx <= 0;
			ball_vxd <= 0;
			ball_size <= 0;
		end else begin  
			sig_dead <= 0;
			if(ready_sig) begin  
				ball_y <= 430;
				ball_vy <= 0;
				ball_x <= 315;
				ball_vx <= 0;
				ball_size <= 10;
			end else if(start_sig) begin  
				ball_vy <= 1; 
				ball_vyd <= 1;  
				ball_vx <=1; 
				ball_vxd <= 1;  
			end else begin  
				if(play_sig&&!pause_sig) begin  
					if(game_clk) begin
						if(ball_vyd) begin  
							if(ball_y+ball_vy+ball_size>=480) begin ball_vyd <= ~ball_vyd; sig_dead <= 1; end 	 
							else if ( ball_x + ball_size > player_bar_x
									&& ball_x < player_bar_x + player_bar_size_x
									&& ball_y + ball_vy + ball_size >= player_bar_y
									&& ball_y + ball_vy <= player_bar_y + player_bar_size_y ) ball_vyd <= ~ball_vyd;
							else ball_y <= ball_y+ball_vy;
						end  
						else begin  
							if(ball_y-ball_vy <= 0) begin sig_dead <= 1; ball_vyd <= ~ball_vyd; end
							else if (ball_x+ball_size > ai_bar_x
									&& ball_x < ai_bar_x + ai_bar_size_x
									&& ball_y - ball_vy <= ai_bar_y + ai_bar_size_y
									&& ball_y+ball_size-ball_vy > ai_bar_y) ball_vyd <= ~ball_vyd;
							else ball_y <= ball_y-ball_vy;
						end  
						if(ball_vxd) begin  
								if(ball_x>=479) ball_vxd <= ~ball_vxd;
								else ball_x <= ball_x + ball_vx;
						end  
						else begin  
								if(ball_x<=1) ball_vxd <= ~ball_vxd;
								else ball_x <= ball_x - ball_vx;
						end  
						end  
					end  
				end  
			end  
		end  
endmodule	
module monitor_output(clk, reset, pixel, ovga_clk, ovga_r, ovga_g, ovga_b,
	ovga_hs, ovga_vs, ovga_sync_n, ovga_blank_n, px, py);
	input clk, reset;
	input [23:0] pixel;
	output ovga_clk;
	output [7:0] ovga_r, ovga_g, ovga_b;
	output ovga_hs, ovga_vs;
	output ovga_sync_n;
	output ovga_blank_n;
	output [9:0] px, py;
	vga_datapath u1 (clk, reset, pixel, ovga_clk, ovga_r, ovga_g, ovga_b,
		ovga_hs, ovga_vs, ovga_sync_n, ovga_blank_n, px, py);
endmodule
module pong_main(clk, reset, right, left, ready_button,
	px, py, pixel );
	input clk, reset;
	input [9:0] px, py;
	input right, left;
	input ready_button;
	output [23:0] pixel;
	reg [19:0] game_clk_counter;  
	reg game_clk;
	wire sig_dead;
	wire ready_sig, start_sig, play_sig, pause_sig, left_sig, right_sig;
	always @(posedge clk or posedge reset) begin
		if(reset) begin
			game_clk_counter<=20'h00000;
		end else begin
			game_clk<=0;
			if(game_clk_counter<20'h65B9A) begin
				game_clk_counter<=game_clk_counter+1;
			end else begin
				game_clk_counter<=20'h00000;
				game_clk<=1;
			end
		end
	end
	game_controller u1 (clk, reset, ready_button, right, left, sig_dead,
		ready_sig, start_sig, play_sig, pause_sig, left_sig, right_sig);
	game_datapath u2 (clk, game_clk, reset, px, py, ready_sig, start_sig,
		play_sig, pause_sig, left_sig, right_sig, pixel, sig_dead);
endmodule
module pongproject(clk, reset, 
	ready_button, 
	right, left,
	ovga_clk, ovga_r, ovga_g, ovga_b,
	ovga_hs, ovga_vs, ovga_sync_n, ovga_blank_n);
	input clk, reset;
	input ready_button;
	input right, left;
	output ovga_clk;
	output [7:0] ovga_r, ovga_g, ovga_b;
	output ovga_hs, ovga_vs;
	output ovga_sync_n;
	output ovga_blank_n;
	wire [9:0] px, py;
	wire [23:0] pixel;
	monitor_output u2 (clk, reset, pixel, ovga_clk, ovga_r, ovga_g,
		ovga_b, ovga_hs, ovga_vs, ovga_sync_n, ovga_blank_n, px, py);
	pong_main u1(clk, reset, right, left, ready_button, px, py, pixel);
endmodule
module vga_datapath(clk, reset, pixel,
	ovga_clk, ovga_r, ovga_g, ovga_b,
	ovga_hs, ovga_vs, ovga_sync_n, ovga_blank_n, px, py);
	input clk, reset;
	input [23:0] pixel;
	output reg ovga_clk;
	output reg [7:0] ovga_r, ovga_g, ovga_b;
	output reg ovga_hs, ovga_vs;
	output reg ovga_sync_n;
	output reg ovga_blank_n;
	output [9:0] px, py;
	wire [7:0] in_r, in_g, in_b;
	wire [7:0] vga_r, vga_g, vga_b;
	wire hsync, vsync, vga_sync, vga_blank, vga_clk;
	reg clk25;
	always @(posedge clk or posedge reset) begin
		if(reset) clk25 <= 0;
		else clk25 <= ~clk25;
	end
	vga_sync u1 (clk25, reset, in_r, in_g, in_b, px, py, vga_r, vga_g, vga_b, hsync, vsync, vga_sync, vga_blank, vga_clk);
	always @* begin
		ovga_clk = vga_clk;
		{ovga_r, ovga_g, ovga_b} = {vga_r, vga_g, vga_b};
		{ovga_hs, ovga_vs} = {hsync, vsync};
		ovga_sync_n = vga_sync;
		ovga_blank_n = vga_blank;
	end
	assign in_r = pixel[23:16];
	assign in_g = pixel[15:8];
	assign in_b = pixel[7:0];
endmodule
module vga_sync(CLK25, reset, in_r, in_g, in_b,
	px, py, vga_r, vga_g, vga_b, hsync, vsync, vga_sync, vga_blank, vga_clk);
	input CLK25;
	input reset;
	input [9:0] in_r, in_g, in_b;
	output reg [9:0] px, py;  
	output [9:0] vga_r, vga_b, vga_g;
	output reg hsync, vsync;
	output vga_sync, vga_blank;
	output vga_clk;
	reg video_on;
	reg [9:0] hcount, vcount;
	always @(posedge CLK25 or posedge reset) begin
		if(reset) hcount<=0;
		else begin
			if(hcount==799) hcount<=0;
			else hcount <= hcount+1;
		end
	end
	always @(posedge CLK25) begin
		if((hcount>=659)&&(hcount<=755)) hsync <= 0;
		else hsync <= 1;
	end
	always @(posedge CLK25 or posedge reset) begin
		if(reset)
			vcount <= 0;
		else if (hcount==799) begin
			if(vcount == 524) vcount <= 0;
			else vcount <= vcount +1;
		end
	end
	always @(posedge CLK25) begin
		if((vcount >= 493)&&(vcount <= 494)) vsync <= 0;
		else vsync <= 1;
	end
	always @(posedge CLK25) begin
		video_on <= (hcount <=639) && (vcount <= 479);
		px <= hcount;
		py <= vcount;
	end
	assign vga_clk = ~CLK25;
	assign vga_blank = hsync & vsync;
	assign vga_sync = 1'b0;
	assign vga_r = video_on ? in_r : 10'h000;
	assign vga_g = video_on ? in_g : 10'h000;
	assign vga_b = video_on ? in_b : 10'h000;
endmodule
```

## flow/run.sh

```bash
#!/bin/bash
# OpenROAD 26Q1-2900-gdf79404cd8, Yosys 0.63+post, stock flow scripts
make -C /OpenROAD-flow-scripts/flow DESIGN_CONFIG=/design/flow/config.mk WORK_HOME=/design/flow/orfs finish
```

## flow/config.mk

```make
export PLATFORM = sky130hd
export DESIGN_NAME = pongproject
export DESIGN_NICKNAME = pongproject
export VERILOG_FILES = /design/flow/design.v
export SDC_FILE = /design/flow/constraint.sdc
export NUM_CORES = 4
export LEC_CHECK = 1
export CORE_UTILIZATION = 50
```

## flow/constraint.sdc

```tcl
current_design pongproject

set clk_period 8.2
set clk_io_pct 0.2

create_clock -name clk0 -period $clk_period [get_ports {clk}]

set non_clock_inputs [all_inputs -no_clocks]
set_input_delay [expr $clk_period * $clk_io_pct] -clock clk0 $non_clock_inputs
set_output_delay [expr $clk_period * $clk_io_pct] -clock clk0 [all_outputs]
```

==> run_results.csv <==
group,metric,value,unit
flow_run,warnings,44,
synth,yosysCellCount,1387,
synth,ys_ff,124,
synth,flop_cell,"dfrtp_1",
clocking,cts_max_level,3,
placement,dp_hpwl,24800,um
cells_and_area,final_util,0.542,
cells_and_area,area_growth,6.11,%
routing,remaining_drc_errors,0,
critical_path,arrival,4870,ps
global_route,antenna_found_initial,0,
sta,hold_viol_final,0,
floorplanning,io_pins,34,
power_and_ir_drop,p_per_area,126,mW/mm^2
flow_run,cap_violations,0,
routing,first_iter_violations,603,
clocking,numCtsBuffers,9,
critical_path,regToRegSetupSlack,3600,ps
critical_path,reg2reg_to,"u1.u2.ball_y[6]$_DFFE_PP0P_",
synth,yosys.area.top_type_share,0.186,
floorplanning,placementRows,56,
cells_and_area,fillCellCount,2167,
global_route,grt_max_degree,50,
clocking,clk_pin_slew,70,ps
synth,ys_seq_frac,0.254,
global_route,grt_util_all_layers,0.282,
clocking,postCtsSetupRepairBufs,0,
floorplanning,die_area,0.0246,mm^2
synth,synth_area,0.0120,mm^2
critical_path,worstSetupPathType,"reg -> reg",
cells_and_area,drive_gt1_frac,0.0541,
placement,routabilityCongestion,0.960,
sta,rsz0062_at_grt,"false",
global_route,gr-total-overflow,0,
synth,synth.distinct_cells,92,
critical_path,critPathMaxFanout,25,
synth,syn_avg_cell_area,8.64,um^2
clocking,clockBufferDepth,2,
floorplanning,fp-utilization,0.511,
critical_path,r2r-start,"u1.u2.ball_size[1]$_DFFE_PP0P_",
sta,setup_violations,0,
routing,diodes,0,
floorplanning,core-area,0.0235,mm^2
routing,avgViaCountPerCell,5.91,
sta,fin_setup_tns,0,ps
sta,unclocked_regs,43,
critical_path,crit_path_start,"u1.u2.ball_size[1]$_DFFE_PP0P_",
critical_path,r2r_cells,13,
synth,edf_count,6,
global_route,grt_pass1_wl,51600,um
clocking,cts_tree,"yes",
floorplanning,dieWidth,157,um
sta,period_used_share,0.560,
routing,first_pass_iters,5,
routing,routed_wl,32200,um
synth,async_reset_ff_frac,0.766,
sta,untimed_endpoints,46,
critical_path,start_kind,"flip-flop",
sta,min_period,4600,ps
clocking,cts_resized,0,
sta,worst_pin_slew,951,ps
run_status,outcome,"finished clean",
power_and_ir_drop,p_leak,5.67,nW
sta,max-slew-margin-rel,0.366,
routing,num_vias,10100,
sta,fmax,0.218,GHz
routing,routedWlPerCell,18.9,um
critical_path,crit_end,"u1.u2.ball_y[6]$_DFFE_PP0P_",
clocking,clkLatencyLatePin,350,ps
min_path,hp-class,"reg -> reg",
power_and_ir_drop,peakVddDrop,0.108,mV
clocking,cts_root_buf,"clkbuf_16",
critical_path,required,8470,ps
synth,yosys-stat-area,0.0120,mm^2
placement,io_buffers,32,
sta,fin_worst_skew,12.9,ps
floorplanning,die_h,157,um
sta,slew_viol_final,0,
synth,synth.area.top_cells,"ha_1, dfrtp_1, xnor2_1",
synth,top_area_cell,"ha_1",
routing,ant_nets,0,
global_route,first_global_vias,9274,
critical_path,cp-end-kind,"flip-flop",
clocking,cts_hold_buf,0,
synth,ys_warn_count,11,
synth,syn_inst,1387,
[worst min-delay path by stage]
stage	to	from	cells after the start	slack, ps
4_1_cts	u1.u1.start_sig$_DFFE_PN_	u1.u1.state[2]$_DFF_PP0_	0	490
5_1_grt	u1.u1.start_sig$_DFFE_PN_	u1.u1.state[2]$_DFF_PP0_	0	500
6_report	u1.u1.start_sig$_DFFE_PN_	u1.u1.state[2]$_DFF_PP0_	0	490
[per-layer routing]
layer  vias up  track usage  part of all wire
met2       262        0.429              0.44
met4         0       0.0579             0.024
met5         -            0                 0
met1      4699        0.439              0.48
li1       5063            -                 -
met3        50       0.0344             0.052
[critical path, cell delays in order (launching register included)]
cell and delay, ps:
dfrtp_1 320, buf_4 350, ha_1 340, a31oi_1 370, nor4_1 120, xnor2_1 310
ha_1 310, and4_1 230, o2111a_1 150, a2111o_1 630, a31oi_1 510, nor3b_4 160
or4_1 530, a21oi_1 160
[through the flow]
step | worst slack, ps | total power, W | instance area [um^2] | hold slack (ps) | cells
after global routing | 3380 | 0.00173 | 12700 | 501 | 1705
after global placement | 3750 | 0.00114 | 12400 | 475 | 1689
after floorplan | 3950 | 0.000971 | 12000 | 440 | 1388
after detailed placement | 3680 | 0.00115 | 12400 | 473 | 1689
after CTS | 3650 | 0.00162 | 12700 | 486 | 1705
final | 3600 | 0.00161 | 12700 | 487 | 1705
[cell usage in the layout, fill, tap and decap left out, drive strengths merged, types with 18 or more instances in the layout]
master,Yosys,layout
o211ai,20,20
nand2,97,97
dfrtp,76,76
nor2,100,100
nand4,24,24
clkdlybuf4s50,0,32
a21oi,71,71
xor2,32,32
dfstp,19,19
xnor2,64,64
ha,178,178
a211oi,18,18
nand3,57,57
a21o,23,23
o21ai,70,70
nor3,39,39
dfxtp,23,23
and2,20,20
inv,104,106
[area by class of cell]
cell class,instances,area [um^2],share of cell area
tap,319,399,0.0314
clock buffer,10,229,0.0180
clock inverter,6,90.1,0.00708
multi-input combinational,1096,8150,0.641
timing repair buffer,42,395,0.0311
inverter,108,408,0.0321
sequential,124,3040,0.239
[flip-flops by register name (all words and copies together) (netlist names), 4 cells and up]
name	flops
u1.u2.ball_x	10
u2.u1.u1.px	10
u1.u2.player_bar_x	9
u1.u2.pixel	5
u2.u1.u1.vcount	10
u2.u1.u1.hcount	10
u2.u1.u1.py	10
u1.game_clk_counter	20
u1.u1.state	4
u1.u2.ai_bar_x	10
u1.u2.ball_y	10
[Yosys cell counts, types with 6 or more instances]
cell type and instances:
or4_1 9, a21oi_1 71, nand4_1 24, o21ai_0 70, o22ai_1 10, or3_1 12
o31ai_1 14, dfxtp_1 23, nor3_1 38, nor4_1 14, a31oi_1 14, a21o_1 23
o21a_1 11, fa_1 11, or2_2 7, and2_1 20, o211ai_1 19, dfrtp_1 76
inv_1 102, a221oi_1 6, a211oi_1 18, mux2i_1 8, nor2b_1 15, o2111ai_1 7
clkbuf_1 25, nor3b_1 6, buf_4 20, dfstp_2 19, ha_1 178, nor2_1 100
nand3_1 57, and3_1 15, and4_1 6, edfxtp_1 6, nand2b_1 15, xor2_1 32
nand2_1 97, xnor2_1 63
[kinds of logic (layout without fill, tap and decap cells)]
kind of cell / count (synthesis) / in the layout / share of synthesized area
DFF: 124 / 124 / 0.254
and+or+nand+nor: 456 / 456 / 0.197
adders and majority gates: 191 / 191 / 0.206
muxes: 10 / 10 / 0.00856
other: 1 / 2 / 0.000313
buffers and inverters: 168 / 166 / 0.0662
xor gates and xnor gates: 97 / 97 / 0.0736
AOI/OAI and AO/OA: 340 / 340 / 0.195
[report_power, final]
| group | total, W | internal, W | switching, W | leakage (nW) |
|---|---|---|---|---|
| Combinational | 0.000670 | 0.000261 | 0.000409 | 4.03 |
| Sequential | 0.000480 | 0.000434 | 0.0000458 | 1.48 |
| Clock | 0.000458 | 0.000269 | 0.000189 | 0.153 |
| Total | 0.00161 | 0.000964 | 0.000644 | 5.67 |
Power is estimated from default activity; no workload was simulated.
